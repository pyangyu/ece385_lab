`flow/config.mk`:
```
export PLATFORM = sky130hd
export DESIGN_NAME = reg_4
export DESIGN_NICKNAME = reg_4
export VERILOG_FILES = /design/flow/design.v
export SDC_FILE = /design/flow/constraint.sdc
export NUM_CORES = 4
export LEC_CHECK = 1
export CORE_AREA = 10 10 71 71
export DIE_AREA = 0 0 81 81
```
`flow/constraint.sdc`:
```
current_design reg_4

set clk_period 1.7
set clk_io_pct 0.2

create_clock -name clk0 -period $clk_period [get_ports {Clk}]

set non_clock_inputs [all_inputs -no_clocks]
set_input_delay [expr $clk_period * $clk_io_pct] -clock clk0 $non_clock_inputs
set_output_delay [expr $clk_period * $clk_io_pct] -clock clk0 [all_outputs]
```
`flow/design.v`:
```
module reg_4 (input  logic Clk, Reset, Shift_In, Load, Shift_En,
              input  logic [7:0]  D,  
              output logic Shift_Out, 
              output logic [7:0]  Data_Out);
	 always_ff @ (posedge Clk)
    begin
	 	 if (Reset)  
			  Data_Out <= 8'h0;  
		 else if (Load)
			  Data_Out <= D;
		 else if (Shift_En)
		 begin
			  Data_Out <= { Shift_In, Data_Out[7:1] }; 
	    end
    end
    assign Shift_Out = Data_Out[0];
endmodule
```
`flow/run.sh`:
```
#!/bin/bash
# OpenROAD 26Q1-2900-gdf79404cd8, Yosys 0.63+post, stock flow scripts
make -C /OpenROAD-flow-scripts/flow DESIGN_CONFIG=/design/flow/config.mk WORK_HOME=/design/flow/orfs finish
```
==> flow_summary_export.csv <==
group,metric,value,unit
outcome,status,"finished clean",
synth,avgSynthCellArea,10.5,sq um
floorplanning,placementRows,22,
global_routing,track_usage,3.51,%
floorplanning,die_y,81,microns
sta,timing.final.hold_violations,0,
floorplanning,initCoreUtil,10.4,%
synth,ys_cells,36,
sta,fin_setup_tns,0,ns
synth,top_area_cell,"dfxtp_1",
layout,syn_to_final_growth,78.7,%
layout,utilization,18.5,%
critical_path,path_max_fanout,3,
clock_tree,cts_tree,"yes",
min_path,hold_class,"reg -> reg",
layout,seq_area,160,sq um
sta,postLayoutSetupSlackWorst,0.299,ns
global_routing,grt_pass1_wl,1770,microns
synth,syn_inst,36,
layout,fin_cells,106,
route,wl,1130,microns
synth,numSynthFlops,8,
synth,yosysSeqAreaShare,42.5,%
sta,period_minus_slack,1.40,ns
route,vias,350,
global_routing,antenna_found_initial,0,
synth,yosys-stat-area,377,sq um
sta,min_period_over_period,82.4,%
critical_path,crit_arrival,1.06,ns
clock_tree,clk_pin_slew,0.04,ns
route,dr.pass1.iters,2,
sta,fmax,0.714,GHz
layout,largest_reg_flops,8,
route,vias_per_cell,3.30,
floorplanning,die_x,81,microns
layout,regMostFlops,"Data_Out",
pwr,vdd_drop_max,0.307,mV
sta,worst_slew_pin_slew,0.312,ns
synth,synthArstFlopShare,0,%
clock_tree,postCtsHoldBufs,0,
critical_path,worstSetupStartpointType,"register",
place,placed_area,632,sq um
pwr,p_int,425,uW
layout,nFillCells,410,
floorplanning,dieArea,0.00656,sq mm
sta,slew_violations,0,
floorplanning,ioPinCount,22,
pwr,p_sw,105,uW
critical_path,cp_top_family,"buffers and inverters",
critical_path,crit_type,"reg -> out",
pwr,seqPwrFrac,40.3,%
critical_path,critPathCaptureType,"output pin",
clock_tree,clock_latency,0.22,ns
layout,top_regs,"Data_Out: 8 flops",
layout,postLayoutCellArea,673,sq um
place,hpwl,923,microns
clock_tree,post-cts-setup-buffer-count,0,
critical_path,crit_chain,"clkdlybuf4s50_1",
global_routing,grt_max_degree,10,
flow_run,warnings,25,
critical_path,required,1.36,ns
sta,whs,0.575,ns
sta,maxSlewHeadroom,79.1,%
global_routing,overflow,0,
global_routing,grt_pass1_vias,356,
clock_tree,clockBufferDepth,2,
clock_tree,clock-sinks,8,
pwr,p_total,530,uW
pwr,combinationalPowerShare,18.6,%
synth,synth_warnings,1,
pwr,p_per_area,787,mW/mm^2
synth,synth.area.top_cells,"dfxtp_1 43%, mux2i_1 21%, a211oi_1 16%, nor2b_1 13%, buf_6 3.0%",
synth,ys.flop_type,"dfxtp_1",
critical_path,critPathMaxStageDelay,0.49,ns
route,drc,0,
sta,finClkSkew,0.000517,ns
critical_path,critPathSlowestCell,"clkdlybuf4s50_1",
floorplanning,core_area,0.00363,sq mm
route,antenna_cells,0,
clock_tree,cts_max_level,1,
synth,synth_top_area_share,42.5,%
synth,syn-cell-area,377,sq um
clock_tree,cts_buffers,3,
pwr,switching_share,19.8,%
place,place_inst,103,
place,io_buffers,21,
pwr,p_clk_share,41.1,%
clock_tree,cts-root-buf,"clkbuf_8",
route,wl_per_cell,10.7,microns
layout,combGateArea,190,sq um
route,drtIter0Drc,18,
synth,synthTopCellsByCount,"8 x a211oi_1, 8 x dfxtp_1, 8 x mux2i_1, 8 x nor2b_1",
route,ant_nets,0,
sta,setup_violations,0,
place,gp_congestion,0.680,
sta,rsz0062_at_grt,"no",
synth,yosysUniqueCellTypes,8,
critical_path,cp.buffers_inverters,1,
synth,edf_count,0,
clock_tree,ctsResizeCount,0,
place,pre_cts_slack,0.259,ns
layout,drive_above_1_share,8.62,%
flow_run,cap_violations,0,
pwr,p_leak,0.248,nW
## power groups by stage
stage | clock (mW) | combinational, mW | sequential, mW
4_1_cts | 0.223 | 0.101 | 0.214
6_report | 0.218 | 0.0986 | 0.213
5_1_grt | 0.234 | 0.109 | 0.215
## layer usage
layer | GRT usage, % | share of wire [%]
met1 | 4.47 | 44
met5 | 0 | 0
met3 | 3.67 | 19
met2 | 4.14 | 36
met4 | 0.173 | 0.53
## path summary, 6_finish.rpt
kind / from / endpoint / slack [ns] / cells after the start
setup reg to reg: Data_Out[3] / Data_Out[2] / 0.94 / 2
setup / recovery: Data_Out[3] / Data_Out[3] / 0.30 / 1
hold reg to reg: Data_Out[6] / Data_Out[6] / 0.58 / 2
hold / removal: Data_Out[6] / Data_Out[6] / 0.58 / 2
## area by class of cell
type	count	share of cell area, %
sequential	8	23.8
clock buffer	3	6.13
multi-input combinational	24	28.3
timing repair buffer	22	32.3
inverter	1	0.558
tap	48	8.92
## logic make-up (layout without fill, tap and decap cells)
kind of cell | count (synthesis) | after routing | share of synthesized area [%]
buffers and inverters | 4 | 26 | 6.98
flip-flops | 8 | 8 | 42.5
AND-OR/OR-AND | 8 | 8 | 15.9
AND/OR/NAND/NOR | 8 | 8 | 13.3
multiplexers | 8 | 8 | 21.3
## cells in the final DEF (no fill, tap or decap)
cell	synthesis	layout
nor2b_1	8	8
a211oi_1	8	8
clkbuf_8	0	3
dfxtp_1	8	8
buf_4	1	1
inv_2	1	1
mux2i_1	8	8
clkdlybuf4s50_1	0	21
Power figures rest on the tool's default switching activity, not on a simulated workload.
